--- flow/design.v ---
`timescale 1ns / 1ps
module ALU_2(input m0, input m1,
    input a0, input a1, input a2, 
    input b0, input b1, input b2, 
    input c_in, 
    output c_out, 
    output [2:0] out
    );
wire [3:0] a,b,c,d;
integer subcarry = 1;
ripple_adder ripadd(.a0(a0), .a1(a1), .a2(a2), .b0(b0), .b1(b1), .b2(b2), .c_in(c_in), .c_out(a[3]), .out0(a[0]), .out1(a[1]), .out2(a[2]));
ripple_adder ripsub(.a0(a0), .a1(a1), .a2(a2), .b0(!b0), .b1(!b1), .b2(!b2), .c_in(subcarry), .c_out(b[3]), .out0(b[0]), .out1(b[1]), .out2(b[2]));
xor(c[0], a0, b0);
xor(c[1], a1, b1);
xor(c[2], a2, b2);
and(c[3], 0, 0);
and(d[0], a0, b0);
and(d[1], a1, b1);
and(d[2], a2, b2);
and(d[3], 0, 0);
mux_4to1 muxbang(.a(a), .b(b), .c(c), .d(d), .mode({m1, m0}), .out({c_out, out}));
endmodule
`timescale 1ns / 1ps
module full_adder(input c_in, input a, input b, output c_out, output sum);
    wire w1;
    wire w2;
    wire w3;
    half_adder half1(.c_out(w2), .sum(w1), .a(a), .b(b));
    half_adder half2(.c_out(w3), .sum(sum), .a(c_in), .b(w1));
    or(c_out, w2, w3);
endmodule
`timescale 1ns / 1ps
module half_adder(
    input a, 
    input b,
    output c_out,
    output sum
    );
    xor A1(sum, a, b);
    and A2(c_out, a, b);
endmodule
`timescale 1ns / 1ps
module mux_4to1(
    input [3:0] a, 
    input [3:0] b,
    input [3:0] c,
    input [3:0] d,
    input [1:0] mode,
    output [3:0] out);
    assign out = mode[1] ? (mode[0] ? d : c) : (mode[0] ? b : a);
endmodule
`timescale 1ns / 1ps
module ripple_adder(
    input a0, input a1, input a2, 
    input b0, input b1, input b2, 
    input c_in, 
    output c_out, 
    output out0, output out1, output out2
    );
    wire wc0, wc1;
    full_adder full0(.c_out(wc0), .sum(out0), .c_in(c_in), .a(a0), .b(b0));
    full_adder full1(.c_out(wc1), .sum(out1), .c_in(wc0), .a(a1), .b(b1));
    full_adder full2(.c_out(c_out), .sum(out2), .c_in(wc1), .a(a2), .b(b2));
endmodule
--- flow/config.mk ---
export PLATFORM = sky130hd
export DESIGN_NAME = ALU_2
export DESIGN_NICKNAME = ALU_2
export VERILOG_FILES = /design/flow/design.v
export SDC_FILE = /design/flow/constraint.sdc
export NUM_CORES = 4
export LEC_CHECK = 1
export CORE_AREA = 10 10 70 70
export DIE_AREA = 0 0 80 80
--- flow/constraint.sdc ---
current_design ALU_2

set clk_period 1.7
set clk_io_pct 0.2

create_clock -name clk0 -period $clk_period

set non_clock_inputs [all_inputs -no_clocks]
set_input_delay [expr $clk_period * $clk_io_pct] -clock clk0 $non_clock_inputs
set_output_delay [expr $clk_period * $clk_io_pct] -clock clk0 [all_outputs]
--- flow/run.sh ---
#!/bin/bash
# OpenROAD 26Q1-2900-gdf79404cd8, Yosys 0.63+post, stock flow scripts
make -C /OpenROAD-flow-scripts/flow DESIGN_CONFIG=/design/flow/config.mk WORK_HOME=/design/flow/orfs finish
==> impl_metrics.yaml <==
# physical design summary
run_status:
  status: "finished, violations left"
  violations: "setup timing"
global_routing:
  grt.overflow.total: 0
  grt_max_degree: 7
  grt_usage_pct: 2.55
  first_global_vias: 340
  antenna_found_initial: 0
  grt_first_pass_wirelength_um: 1370
floorplan:
  ios: 13
  dieArea_um2: 6400
  die_y_um: 80
  coreArea_um2: 3420
  fp.dieW_um: 80
  fp_util_pct: 9.67
  row_count: 21
routing:
  final_antenna_net_count: 0
  vias: 276
  routed.top_layer: "met3"
  num_antenna_cells: 0
  drtIter0Drc: 6
  wl_met2_um: 309
  drtPass1Iterations: 2
  drc: 0
  drt-total-wl_um: 754
  viasPerCell: 2.73
  wl_met3_um: 77
  wl_met1_um: 366
  wire_per_inst_um: 7.47
synthesis:
  synth_warnings: 2
  netlist_instances: 35
  yosysTopAreaCellShare_pct: 30.3
  synth.avg_cell_area_um2: 9.44
  ys_cells: 35
  syn-cell-area_um2: 330
  post-synth-top-area-cell: "fa_1"
  synth_cell_types: 9
  synth_seq_share_pct: 0
  topCellsByArea: "fa_1 30%, ha_1 23%, inv_1 11%, buf_6 6.8%, mux2_1 6.8%"
  ys_chip_area_um2: 330
setup_path:
  crit_required_ns: 1.36
  cp_max_fo: 2
  critPathKind: "input port to primary output"
  cp-end-kind: "primary output"
  crit_path_start: "a0"
  worst_path_most_repeated_cell: "fa_2"
  critical_path.slowest_cell: "fa_2"
  crit_path_start_kind: "input port"
  crit_chain: "buf_12 > inv_12 > fa_2 > fa_2 > fa_2 > inv_1 > mux4_2 > buf_2"
  arrival_ns: 2.29
  slowest_delay_ns: 0.52
power_and_ir_drop:
  power_density_nw_per_um2: 233
  ir_drop_mv: 0.0987
  total_power_w: 0.000140
  leakagePower_nw: 0.303
final_timing:
  drv_slew: 0
  finalHoldViolations: 0
  finalSetupViolations: 4
  period_used_pct: 155
  period_minus_slack_ns: 2.63
  relSlewSlack_pct: 86.8
  worst_slew_pin_slew_ns: 0.197
  rsz0062_at_grt: "true"
  fmax_ghz: 0.380
  fin_ws_ns: -0.933
cells_and_area:
  area_delta_synth_final_pct: 82.2
  layout-drive-gt1-share_pct: 50.9
  flops: 0
  fillers: 382
  num-clock-buffers: 0
  layoutNonFillerInstCount: 101
  final_util_pct: 17.6
  comb_area_um2: 298
  register_area_um2: 0
hold_path:
  hp-class: "input port to primary output"
  worstHoldPathCells: 4
  hp-start: "m1"
  min_to: "c_out"
placement:
  port_buffers: 13
  place_congestion: 0.737
  hpwl_um: 714
  dp_cells: 100
run:
  warnings: 40
  maxCapViolations: 0
clocking:
  hold_buffers: 0
## synth_stat cells
cell type	number
a21oi_1	3
buf_6	2
fa_1	5
ha_1	6
inv_1	10
mux2_1	2
mux2i_1	2
mux4_2	1
nor2_1	4
## how the worst max path moves through the flow
stage / to / slack [ns]
CTS: out[2] / -1.09
finish: out[2] / -0.93
global route: out[2] / -1.02
## critical path, delay by kind of cell
| kind | cells | cell delay (ns) |
|---|---|---|
| buf+inv | 4 | 0.28 |
| mux | 1 | 0.43 |
| fa+ha+maj | 3 | 1.24 |
## report_power, final
group	internal [W]	switching, W
Combinational	0.0000865	0.0000538
Sequential	0	0
Clock	0	0
## metrics by stage
stage	setup TNS (ns)	area (um^2)	setup WS (ns)	hold slack, ns
global route	-2.13	602	-1.02	1.24
global placement	-5.50	579	-1.78	1.83
finish	-1.80	602	-0.933	1.19
floorplan	-0.971	354	-0.652	0.802
CTS	-2.36	584	-1.09	1.31
detailed placement	-5.50	579	-1.79	1.83
## layout by cell type, fill, tap and decap left out, types with 3 or more instances in the layout
master	count
inv_1	5
buf_4	9
buf_2	4
a21oi_1	3
inv_2	3
nor2_1	4
fa_2	3
clkdlybuf4s50_1	3
ha_1	5
## area by class of cell
cell class / instances / area share [%]
Multi-Input combinational cell: 23 / 49.5
Timing Repair Buffer: 22 / 32.2
Tap cell: 46 / 9.56
Inverter: 10 / 8.73
## repair_timing
item	4_1_cts	5_1_grt
pin swaps	5	4
resized	32	8
setup endpoints to repair	4	4
buffers inserted	2	0
## kinds of logic after synthesis
| group | count (synthesis) | share of synthesized area [%] |
|---|---|---|
| buf+inv | 12 | 18.2 |
| fa+ha+maj | 11 | 53.0 |
| mux | 5 | 19.7 |
| simple gates | 4 | 4.54 |
| compound gates | 3 | 4.54 |
## routing by layer
layer | global-route usage [%] | up-vias
met1 | 3.81 | 115
met4 | 0 | 0
met3 | 1.02 | 0
met5 | 0 | -
li1 | - | 148
met2 | 3.53 | 13
