### /design/flow/config.mk
export PLATFORM = sky130hd
export DESIGN_NAME = segment7
export DESIGN_NICKNAME = segment7
export VERILOG_FILES = /design/flow/design.v
export SDC_FILE = /design/flow/constraint.sdc
export NUM_CORES = 4
export LEC_CHECK = 1
export CORE_AREA = 10 10 85 85
export DIE_AREA = 0 0 95 95
### /design/flow/constraint.sdc
current_design segment7

set clk_period 3.7
set clk_io_pct 0.2

create_clock -name clk0 -period $clk_period

set non_clock_inputs [all_inputs -no_clocks]
set_input_delay [expr $clk_period * $clk_io_pct] -clock clk0 $non_clock_inputs
set_output_delay [expr $clk_period * $clk_io_pct] -clock clk0 [all_outputs]
### /design/flow/design.v
`timescale 1ns / 1ps
module mux(
    input mode,
    input [6:0] x,
    input [6:0] y,
    output [6:0] out
    );
    assign out = mode ? x:y;
endmodule
`timescale 1ns / 1ps
module segment7(
    input mode,
    input  [3:0]x,
    input  [3:0]y,
    input  [3:0]i,
    input  [3:0]ans,
    output reg [6:0]za,
    output reg [6:0]zb,
    output reg [6:0]zc,
    output reg [6:0]zd,
    output reg [6:0]ze,
    output reg [6:0]zf,
    output reg [6:0]zg,
    output reg [6:0]zh    
    );
   reg [6:0]ai, ao, bi, bo, ci, co;
   wire [6:0] di, do, ei, eo, fi, fo, gi, go, hi, ho;
   assign di = 7'b1111110;
   assign ei = 7'b1111110;
   assign fi = 7'b1111110;
   assign gi = 7'b1111110;
   assign hi = 7'b1111110;
   assign do = 7'b0000000;
   assign eo = 7'b0000000;
   assign fo = 7'b0000000;
   assign go = 7'b0000000;
   assign ho = 7'b0000000;
always @(*)
begin
    case (y)
    4'b0000 :      	 
    ai = 7'b1111110;
    4'b0001 :    		 
    ai = 7'b0110000  ;  
    4'b0010 :  		 
    ai = 7'b1101101 ; 
    4'b0011 : 		 
    ai = 7'b1111001 ;
    4'b0100 :		 
    ai = 7'b0110011 ;
    4'b0101 :		 
    ai = 7'b1011011 ;  
    4'b0110 :		 
    ai = 7'b1011111 ;
    4'b0111 :		 
    ai = 7'b1110000;
    4'b1000 :     		  
    ai = 7'b1111111;
    4'b1001 :    		 
    ai = 7'b1111011 ;
    4'b1010 :  		 
    ai = 7'b1110111 ; 
    4'b1011 : 		 
    ai = 7'b0011111;
    4'b1100 :		 
    ai = 7'b1001110 ;
    4'b1101 :		 
    ai = 7'b0111101 ;
    4'b1110 :		 
    ai = 7'b1001111 ;
    4'b1111 :		 
    ai = 7'b1000111 ;
endcase
case (x)
    4'b0000 :      	 
    bi = 7'b1111110;
    4'b0001 :    		 
    bi = 7'b0110000  ;  
    4'b0010 :  		 
    bi = 7'b1101101 ; 
    4'b0011 : 		 
    bi = 7'b1111001 ;
    4'b0100 :		 
    bi = 7'b0110011 ;
    4'b0101 :		 
    bi = 7'b1011011 ;  
    4'b0110 :		 
    bi = 7'b1011111 ;
    4'b0111 :		 
    bi = 7'b1110000;
    4'b1000 :     		  
    bi = 7'b1111111;
    4'b1001 :    		 
    bi = 7'b1111011 ;
    4'b1010 :  		 
    bi = 7'b1110111 ; 
    4'b1011 : 		 
    bi = 7'b0011111;
    4'b1100 :		 
    bi = 7'b1001110 ;
    4'b1101 :		 
    bi = 7'b0111101 ;
    4'b1110 :		 
    bi = 7'b1001111 ;
    4'b1111 :		 
    bi = 7'b1000111 ;
endcase
case (i)
    4'b0000 :      	 
    ci = 7'b1111110;
    4'b0001 :    		 
    ci = 7'b0110000  ;  
    4'b0010 :  		 
    ci = 7'b1101101 ; 
    4'b0011 : 		 
    ci = 7'b1111001 ;
    4'b0100 :		 
    ci = 7'b0110011 ;
    4'b0101 :		 
    ci = 7'b1011011 ;  
    4'b0110 :		 
    ci = 7'b1011111 ;
    4'b0111 :		 
    ci = 7'b1110000;
    4'b1000 :     		  
    ci = 7'b1111111;
    4'b1001 :    		 
    ci = 7'b1111011 ;
    4'b1010 :  		 
    ci = 7'b1110111 ; 
    4'b1011 : 		 
    ci = 7'b0011111;
    4'b1100 :		 
    ci = 7'b1001110 ;
    4'b1101 :		 
    ci = 7'b0111101 ;
    4'b1110 :		 
    ci = 7'b1001111 ;
    4'b1111 :		 
    ci = 7'b1000111 ;
endcase
if(mode == 4'b1000 && x > 4'b0000)
begin
    co = 7'b1111110;
end
else if(mode == 4'b1001 && y > 4'b0000)
begin
    co = 7'b1111110;
end 
else if(mode == 4'b1011 && x == 4'b0000)
begin 
    co = 7'b1111110;
end
else if(mode == 4'b1101 && y == 4'b000)
begin
    co = 7'b1111110;
end
else if (mode == 4'b1111 && x == 4'b0000)
begin 
    co = 7'b1111110;
end
else
begin 
    co = 7'b0000000;
end
if(ans > 4'b1001)
begin
    ao = 7'b1001111;
end
case(ans)
    4'b0000: 
    ao = 7'b0000001;
    4'b0001: 
    ao = 7'b1001111;
    4'b0010: 
    ao = 7'b0010010;
    4'b0011: 
    ao = 7'b0000110;
    4'b0100: 
    ao = 7'b1001100;
    4'b0101: 
    ao = 7'b0100100;
    4'b0110: 
    ao = 7'b0100000;
    4'b0111: 
    ao = 7'b0001111;
    4'b1000: 
    ao = 7'b0000000;
    4'b1001: 
    ao = 7'b0000100;
    4'b1010: 
    bo = 7'b0000001;
    4'b1011: 
    bo = 7'b1001111;
    4'b1100: 
    bo = 7'b0010010;
    4'b1101: 
    bo = 7'b0000110;
    4'b1110: 
    bo = 7'b1001100;
    4'b1111: 
    bo = 7'b0100100;
    default:
    ao = 7'b0000001;
endcase
end
mux muxa(.mode(mode), .x(ao), .y(ai), .out(za));
mux muxb(.mode(mode), .x(bo), .y(bi), .out(zb));
mux muxc(.mode(mode), .x(co), .y(ci), .out(zc));
mux muxd(.mode(mode), .x(do), .y(di), .out(zd));
mux muxe(.mode(mode), .x(eo), .y(ei), .out(ze));
mux muxf(.mode(mode), .x(fo), .y(fi), .out(zf));
mux muxg(.mode(mode), .x(go), .y(gi), .out(zg));
mux muxh(.mode(mode), .x(ho), .y(hi), .out(zh));
endmodule
### /design/flow/run.sh
#!/bin/bash
# OpenROAD 26Q1-2900-gdf79404cd8, Yosys 0.63+post, stock flow scripts
make -C /OpenROAD-flow-scripts/flow DESIGN_CONFIG=/design/flow/config.mk WORK_HOME=/design/flow/orfs finish
==> results.json <==
{
  "ir_drop_mv": 0.03891,
  "lay_top_count": "clkdlybuf4s50_1",
  "ant_nets": 0,
  "chipArea_sq_mm": 0.009025,
  "synth-main-ff-cell": "dlxtn_1",
  "required_ns": 2.96,
  "synth_flops": 13,
  "fp_util": 0.2842,
  "mostFrequentLayoutCells": "clkdlybuf4s50_1 (65), ha_1 (19), nand2_1 (18), nor2_1 (14)",
  "worst_slack_ns": 0.2061,
  "pre_cts_ws_ns": -0.3711,
  "rsz0062_at_grt": "false",
  "p_total_uw": 210.5,
  "core_sq_mm": 0.005473,
  "grt_first_pass_wirelength_um": 5940,
  "grt.total_usage": 0.07681,
  "port_buffers": 68,
  "fp.dieW_um": 95,
  "whs_ns": 2.520,
  "drt-wirelength-per-cell_um": 11.66,
  "fin_util": 0.3841,
  "drc": 0,
  "cts_hold_buf": 0,
  "cp-start-kind": "primary input",
  "arrival_ns": 2.75,
  "synth-async-reset-ratio": 0,
  "antenna_found_initial": 0,
  "fp.dieH_um": 95,
  "p_int_uw": 130.9,
  "grt_pass1_vias": 1308,
  "drt-pass1-iter-count": 3,
  "setup.worst_path.class": "in2out",
  "setup_violations": 0,
  "leakagePower_nw": 0.9430,
  "viasPerCell": 4.401,
  "p_per_area_mw_per_mm2": 100.2,
  "p_seq_frac": 0.064,
  "fmax_mhz": 286.2,
  "area_delta_synth_final_pct": 35.16,
  "finalCriticalPeriod_ns": 3.494,
  "status": "finished, final reports clean",
  "cap_violations": 0,
  "combinationalPowerShare": 0.936,
  "place_congestion": 0.8041,
  "synth_area_sq_mm": 0.001555,
  "p_sw_uw": 79.61,
  "warnings": 48,
  "netSwitchingFraction": 0.3781,
  "crit_path_end_kind": "output pin",
  "antennaDiodeCount": 0,
  "worstMarginPinSlew_ns": 0.5207,
  "grt_max_degree": 27,
  "unconstrained_endpoints": 13,
  "ys_warn_count": 8,
  "maxSlewHeadroom": 0.6523,
  "ys_area_sq_mm": 0.001555,
  "worst-path-max-fanout": 5,
  "synth_cell_type_count": 44,
  "hold_class": "in2out",
  "p_clk_frac": 0,
  "ys_cells": 215,
  "dp_hpwl_um": 3241,
  "grt_overflow": 0,
  "routed_wl_um": 3777,
  "layout-drive-gt1-share": 0.05159,
  "unclocked_pins": 13,
  "syn_area_per_cell_sq_um": 7.234,
  "fin_crit_sh": 0.9443,
  "rows": 27,
  "syn_inst": 215,
  "synth-edff-count": 0,
  "vias": 1426,
  "io_pins": 73,
  "hold_viol": 0,
  "nFillCells": 582,
  "finalMaxSlewViolations": 0,
  "post_cts_resized": 2,
  "postCtsSetupBuffers": 0,
  "dr.first_iter.drc_count": 67
}
logic make-up (layout without fill, tap and decap cells):
kind of cell | after synthesis | in the layout | synth area share
XOR/XNOR | 3 | 3 | 0.01690
AND/OR/NAND/NOR | 60 | 60 | 0.1858
latches | 13 | 13 | 0.1255
adder cells (fa/ha/maj) | 19 | 19 | 0.1529
multiplexers | 6 | 6 | 0.04827
other | 1 | 12 | 0.002411
AND-OR/OR-AND | 51 | 51 | 0.2245
buffers and inverters | 62 | 88 | 0.2438
path summary, 6_finish.rpt:
path,from,cells after the start,endpoint,slack [ns]
setup / recovery,y[1],7,za[1],0.21
hold / removal,i[3],4,zc[5],2.52
power by group through the flow:
stage     sequential (mW)  clock [mW]  combinational, mW
4_1_cts            0.0137           0              0.202
6_report           0.0136           0              0.197
5_1_grt            0.0141           0              0.222
layer usage:
metal,share of wire,GRT usage,vias to the layer above
met1,0.44,0.1005,622
li1,-,-,759
met2,0.46,0.1356,43
met5,0,0,-
met4,0.0037,0.001247,0
met3,0.10,0.01442,2
critical path: stages:
cell	delay, ns
clkdlybuf4s50_1	0.57
inv_1	0.13
ha_1	0.24
mux2_2	0.27
a211oi_1	0.23
a21o_1	0.11
clkdlybuf4s50_1	0.46
layout make-up:
type / count / area (sq um) / share of cell area
inverters: 14 / 52.55 / 0.02500
flip-flops and latches: 13 / 195.2 / 0.09286
multi-input cells: 151 / 1031 / 0.4905
repair buffers: 74 / 733.2 / 0.3488
well taps: 72 / 90.09 / 0.04286
state kept, by name, indices dropped and copies added (netlist names):
| name | flops |
|---|---|
| ao | 7 |
| bo | 6 |
synth_stat cells, types with 2 or more instances:
library cell | count | area [sq um]
a21o_1 | 4 | 30.03
mux2i_1 | 3 | 30.03
nor2b_1 | 8 | 50.05
o32ai_1 | 2 | 17.52
buf_4 | 36 | 270.3
o21ai_0 | 14 | 70.07
a221oi_1 | 3 | 26.28
o211ai_1 | 2 | 15.01
a22o_1 | 3 | 26.28
dlxtn_1 | 13 | 195.2
xnor2_1 | 2 | 17.52
o21a_1 | 2 | 15.01
ha_1 | 19 | 237.7
nand2b_1 | 4 | 25.02
buf_2 | 9 | 45.04
nor3_1 | 6 | 30.03
nor2_1 | 14 | 52.55
a211oi_1 | 6 | 45.04
inv_1 | 13 | 48.80
clkbuf_1 | 3 | 11.26
mux2_2 | 2 | 22.52
nand3_1 | 3 | 15.01
nand2_1 | 18 | 67.56
a31oi_1 | 2 | 12.51
a21oi_1 | 5 | 25.02
through the flow:
step	std cells	TNS, ns	area [sq um]
floorplan	226	0	1597
global placement	324	-0.5541	2086
detailed placement	324	-0.6713	2086
CTS	324	0	2090
global route	324	0	2102
finish	324	0	2102
Power figures rest on the tool's default switching activity, not on a simulated workload.
