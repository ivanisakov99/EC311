`design/flow/design.v`:
```
`timescale 1ns / 1ps
module ClockFSM(
    input [5:0]data,
    input [1:0]mode,
    input ampm,
    input inconfirm,
    input clk,
    input alarmen,
    input alarmin,
    output reg [4:0] hours,
    output reg [5:0] minutes,
    output reg [5:0] seconds,
    output wire alarm,
    output reg am
    );
    wire confirm; 
    reg [4:0] clkhours;
    wire oclk;
    reg alarmset;
    reg almenin;
    reg [4:0] alarmh;
    reg [5:0] alarmm;
    reg [5:0] alarms;
    reg [2:0] swtch;
    debouncer dbconfirm(.clk(clk), .I0(inconfirm), .O0(confirm));
    clkdivsec secclk(.clk(clk), .out_clk(oclk));
    initial begin
        seconds <= 0;
        minutes <= 0;
        clkhours <= 0;
        swtch <= 0;
        almenin <= 0;
        alarmh <= 0;
        alarmm <= 0;
        alarms <= 5'b10100;
    end
    always @ (posedge oclk) begin
        seconds <= seconds + 1;
        if(seconds > 58) begin
            seconds <= 0;
            minutes <= minutes + 1;
        end
        if(minutes > 58) begin
            minutes <= 0;
            clkhours <= clkhours + 1;
        end   
        if(clkhours > 23) begin
            clkhours <= 0;
        end
        if(ampm == 1) begin
            if(clkhours == 0)begin
                am <= 0;
                hours <= 12;
            end
            else if (clkhours < 12) begin
                am <= 0;
                hours <= clkhours;
            end
            else if (clkhours == 12) begin
                am <= 1;
                hours <= 12;
            end
            else begin
                am = 1;
                hours <= clkhours - 12;
            end
        end
        else begin
            hours <= clkhours;
        end
        case(mode)
        2'b01 : begin  
            case(swtch)
                3'b001 : begin
                    clkhours <= data[4:0];
                end
                3'b010 : begin
                    minutes <= data;
                end
                3'b011 : begin
                    seconds <= data;
                end
            endcase
        end
        2'b10 : begin  
            case(swtch)
                3'b001 : begin
                    alarmh <= data[4:0];
                end
                3'b010 : begin
                    alarmm <= data;
                end
                3'b011 : begin
                    alarms <= data;
                end
            endcase
        end
        default : begin end
        endcase
    end
    always @(posedge confirm)
    begin
        if (confirm == 1) begin
            swtch <= swtch + 1;
        end
        if (swtch > 2'b11)
        begin
            swtch <= 0;
        end
    end
    always@(posedge clk)
    begin
    if(alarmen == 1 && alarmh == clkhours && alarmm == minutes && alarms == seconds) 
    begin  
            alarmset <= 1;
        end
        if(alarmen == 0) 
        begin  
            alarmset <= 0;
        end
       end
        LED led ( .clk(clk), .led(alarm), .alarmen(alarmset));
endmodule
`timescale 1ns / 1ps
module LED(
    input wire clk,
    input alarmen,
    output wire led
    );
    wire ledout;
    clock_divider_led wrapper ( .clk(clk), .divided_clk(ledout));
    assign led = alarmen ? ledout : 1'b0;
endmodule
`timescale 1ns / 1ps
module clkdivsec(
    input clk,
    output reg out_clk = 0
    );
localparam div_value = 49999999; 
integer counter_value = 0;
always@ (posedge clk)
begin
    if(counter_value == div_value)
    counter_value <= 0;
    else
    counter_value <= counter_value + 1;
end
always@ (posedge clk)
begin
    if(counter_value == div_value)
    out_clk <= ~out_clk;
    else
    out_clk <= out_clk;
end
endmodule
`timescale 1ns / 1ps
module clock_divider_led(
    input clk,
    output reg divided_clk = 0
    );
localparam div_value = 49999999; 
integer counter_value = 0;
always@ (posedge clk)
begin
    if(counter_value == div_value)
    counter_value <= 0;
    else
    counter_value <= counter_value + 1;
end
always@ (posedge clk)
begin
    if(counter_value == div_value)
    divided_clk <= ~divided_clk;
    else
    divided_clk <= divided_clk;
end
endmodule
`timescale 1ns / 1ps
module debouncer(
    input clk,
    input I0,
    output reg O0
    );
    reg [4:0]cnt0;
    reg Iv0=0;
    reg out0;
always@(posedge(clk))begin
    if (I0==Iv0)begin
        if (cnt0==19)O0<=I0;
        else cnt0<=cnt0+1;
      end
    else begin
        cnt0<="00000";
        Iv0<=I0;
    end
    end
endmodule
```
`design/flow/constraint.sdc`:
```
current_design ClockFSM

set clk_period 4.1
set clk_io_pct 0.2

create_clock -name clk0 -period $clk_period [get_ports {clk}]

set non_clock_inputs [all_inputs -no_clocks]
set_input_delay [expr $clk_period * $clk_io_pct] -clock clk0 $non_clock_inputs
set_output_delay [expr $clk_period * $clk_io_pct] -clock clk0 [all_outputs]
```
`design/flow/run.sh`:
```
#!/bin/bash
# OpenROAD 26Q1-2900-gdf79404cd8, Yosys 0.63+post, stock flow scripts
make -C /OpenROAD-flow-scripts/flow DESIGN_CONFIG=/design/flow/config.mk WORK_HOME=/design/flow/orfs finish
```
`design/flow/config.mk`:
```
export PLATFORM = sky130hd
export DESIGN_NAME = ClockFSM
export DESIGN_NICKNAME = ClockFSM
export VERILOG_FILES = /design/flow/design.v
export SDC_FILE = /design/flow/constraint.sdc
export NUM_CORES = 4
export LEC_CHECK = 1
export CORE_UTILIZATION = 40
```
==> deck_impl_summary.md <==
Implementation Results

Run status
  • Status: completed

Final timing
  • RSZ-0062 raised after global routing: no
  • Period minus WS final: 2.10 ns
  • Register pins left without a clock: 43
  • Final Setup Violations: 0
  • Rel. slew slack: 43.6%
  • Final worst path period share: 51.3%
  • Hold Fails Final Rpt: 0
  • Setup TNS: 0 ns
  • Worst Setup Slack, final: 2.00 ns
  • Endpoints left unconstrained: 79
  • Slew Limit Fails: 0
  • Peak Freq: 475 MHz
  • Slew of the pin with the lowest slew margin: 0.839 ns
  • Final Skew: 0.00380 ns

Route
  • Post-route ant nets: 0
  • Remaining DRCs: 0
  • Iter 0 DRT Violations: 236
  • DRT Pass-1 Iters: 4
  • WL/cell: 13.0 µm
  • Avg Vias per Cell: 4.98
  • Inserted Diodes: 0
  • Final WL: 9650 µm
  • Vias: 3,692

Critical path
  • Worst Path Buf+Inv: 1
  • Crit end category: primary output
  • Delay-heaviest family, CP: buffers and inverters
  • Crit path max fanout: 2
  • Slowest stage cell on the critical path: clkdlybuf4s50_1
  • Crit-path cells: and2_1 -> clkdlybuf4s50_1
  • R2R Setup Slk: 2.02 ns
  • Data required, critical path: 3.28 ns
  • CP Class: register to primary output
  • Largest stage delay on the critical path: 0.40 ns
  • Crit path launch type: register
  • CP arrival: 1.28 ns

Placement
  • Gpl congestion: 0.846
  • Post-DP HPWL: 6970 µm
  • PortBufs: 30
  • Dpl ws: 2.02 ns

Hold path
  • HP Class: register to register

Pwr
  • Clock Power Share: 45.9%
  • Peak supply drop: 0.228 mV
  • Internal power: 1.20 mW
  • P_sw: 0.319 mW
  • Switching fraction of total power: 20.9%
  • Leak: 2.20 nW
  • Cell Pwr Density: 255 nW/µm²
  • Comb pwr share: 4.4%
  • Seq pwr share: 49.8%

Job
  • Log Warnings: 33
  • Max cap viols: 0

Final layout
  • Area Growth Syn to Fin: 14.2%
  • Share of post-route cells with drive strength above 1: 3.87%
  • Number of fill cells: 1,163

Logic synthesis
  • Yosys cell count: 532
  • Asr flop ratio synth: 0%
  • Post-Synthesis Cell Area: 5230 µm²
  • Synth Seq Share: 49.0%
  • Number of enable flip-flop cells: 22
  • Synth Warn #: 4
  • Mapped Cells: 532
  • Most used flip-flop cell: dfxtp_1
  • Synth unique cells: 54
  • Syn_area_per_cell: 9.83 µm²
  • Post-synth regs: 117
  • Yosys chip area: 5230 µm²

Clocking
  • H-tree levels: 3
  • Hold Buf Count CTS: 0
  • TritonCTS clock tree: done
  • Setup Fix Bufs, Post-CTS: 0
  • Clock Tree Buf Depth: 2
  • CTS root buf: clkbuf_16
  • Clock transition at path regs: 0.05 ns
  • Clk latency late pin: 0.33 ns
  • Cts repair resizes: 0
  • CTS buffer count: 9

GRT
  • First-pass GRT wire length: 16,300 µm
  • GRT overflow: 0
  • Largest net degree at the start of global routing: 41
  • Vias in the first global route: 3,443
  • Total global-route track usage: 15.6%
  • Initial antenna violation count: 0

Die
  • IO Count: 32
  • Core area: 12,700 µm²
  • Init Core Util: 41.3%
  • # rows: 41
  • Die W: 116 µm
  • Chip height: 116 µm
  • Die ar.: 13,500 µm²
## final timing paths
kind	to	depth (start not counted)	startpoint
min reg2reg	led.wrapper.counter_value[31]$_SDFF_PN0_	1	led.wrapper.counter_value[31]$_SDFF_PN0_
max reg2reg	secclk.out_clk$_DFFE_PN_	5	secclk.counter_value[0]$_SDFF_PN0_
min	led.wrapper.counter_value[31]$_SDFF_PN0_	1	led.wrapper.counter_value[31]$_SDFF_PN0_
max	alarm	2	led.wrapper.divided_clk$_DFFE_PN_
## layout make-up
| cell class | instances | area (µm²) | share of cell area (%) |
|---|---|---|---|
| timing repair buffer | 31 | 308 | 5.15 |
| inverter | 16 | 60.1 | 1.01 |
| clock buffer | 14 | 254 | 4.25 |
| multi-input combinational | 389 | 2560 | 42.9 |
| tap | 172 | 215 | 3.60 |
| clock inverter | 2 | 12.5 | 0.209 |
| sequential | 117 | 2560 | 42.9 |
## routing by layer
layer | track usage, % | up-vias | share of wire [%]
li1 | - | 1933 | -
met1 | 24.3 | 1689 | 50
met2 | 24.4 | 59 | 44
met3 | 2.70 | 11 | 4.4
met4 | 1.97 | 0 | 1.6
met5 | 0 | - | 0
## worst reg2reg max path: stages (launching register included)
cell,delay [ns]
dfxtp_1,0.36
ha_1,0.24
nand4_1,0.13
or4_1,0.41
or4_4,0.47
nor2_8,0.18
## synth_stat cells, types with 5 or more instances
master	count	share of area, %
nand2_1	51	3.7
nor4_1	9	1.1
a21oi_1	5	0.48
nor2b_1	5	0.60
inv_1	16	1.1
nand2b_1	5	0.60
and3_1	17	2.0
and4_1	10	1.7
xor2_1	37	6.2
nand4_1	28	3.3
xnor2_1	50	8.4
o21ai_0	15	1.4
dfxtp_1	95	36
edfxtp_1	22	13
nor3_1	10	0.96
clkbuf_1	8	0.57
nor2_1	52	3.7
o31ai_1	5	0.72
nand3_1	30	2.9
ha_1	16	3.8
## power groups by stage
stage / combinational [mW] / sequential (mW) / clock (mW)
after CTS: 0.0673 / 0.757 / 0.714
after global routing: 0.0746 / 0.759 / 0.744
final: 0.0662 / 0.758 / 0.698
## through the flow
| step | hold slack, ns | utilization (%) | power [mW] | area [µm²] | cells |
|---|---|---|---|---|---|
| global placement | 0.439 | 45.0 | 0.836 | 5710 | 725 |
| floorplan | 0.410 | - | 0.811 | 5230 | 532 |
| global route | 0.469 | 47.2 | 1.58 | 5970 | 741 |
| detailed placement | 0.450 | 45.0 | 0.839 | 5710 | 725 |
| CTS | 0.463 | 47.2 | 1.54 | 5970 | 741 |
| finish | 0.457 | 47.2 | 1.52 | 5970 | 741 |
## cell usage in the layout, fill, tap and decap left out, types with 5 or more instances in the layout
| cell | instances |
|---|---|
| o21ai_0 | 15 |
| nand4_1 | 28 |
| edfxtp_1 | 22 |
| xnor2_1 | 50 |
| a21oi_1 | 5 |
| nor4_1 | 9 |
| xor2_1 | 37 |
| o31ai_1 | 5 |
| dfxtp_1 | 95 |
| nand2_1 | 51 |
| inv_1 | 16 |
| nand3_1 | 30 |
| and4_1 | 10 |
| ha_1 | 16 |
| clkdlybuf4s50_1 | 30 |
| clkbuf_16 | 9 |
| nand2b_1 | 5 |
| nor2_1 | 52 |
| nor3_1 | 10 |
| nor2b_1 | 5 |
| and3_1 | 17 |
## cells by family after synthesis
kind of cell	synth area share [%]
muxes	0.981
adders and majority gates	3.83
AOI/OAI and AO/OA	5.02
xor gates and xnor gates	14.6
buffers and inverters	2.03
DFF	49.0
and+or+nand+nor	24.6
## state kept, by name (all words and copies together) (netlist names)
| register | count |
|---|---|
| minutes | 6 |
| swtch | 3 |
| hours | 5 |
| seconds | 6 |
| alarmh | 5 |
| dbconfirm.Iv0 | 1 |
| dbconfirm.cnt0 | 5 |
| alarmm | 6 |
| clkhours | 5 |
| alarmset | 1 |
| alarms | 6 |
| dbconfirm.O0 | 1 |
| am | 1 |
| led.wrapper.divided_clk | 1 |
| secclk.counter_value | 32 |
| secclk.out_clk | 1 |
| led.wrapper.counter_value | 32 |
No activity file was given, so power comes from the tool's default toggle rates.
